[config.mk]
export PLATFORM = sky130hd
export DESIGN_NAME = correlator
export DESIGN_NICKNAME = correlator
export VERILOG_FILES = /design/flow/design.v
export SDC_FILE = /design/flow/constraint.sdc
export NUM_CORES = 4
export LEC_CHECK = 1
export CORE_UTILIZATION = 30
[constraint.sdc]
current_design correlator

set clk_period 4.8
set clk_io_pct 0.2

create_clock -name clk0 -period $clk_period [get_ports {clk}]

set non_clock_inputs [all_inputs -no_clocks]
set_input_delay [expr $clk_period * $clk_io_pct] -clock clk0 $non_clock_inputs
set_output_delay [expr $clk_period * $clk_io_pct] -clock clk0 [all_outputs]
[design.v]
module correlator(
    input clk,
    input reset,
    input [61:0] received_sss,
    input [61:0] local_sss,
    output reg [31:0] correlation_result
);
    integer j;
    always @(posedge clk) begin
        if (reset) begin
            correlation_result <= 32'b0;
        end else begin
            correlation_result <= 32'b0;
            for (j = 0; j < 62; j = j + 1) begin
                correlation_result <= correlation_result + (received_sss[j] == local_sss[j]);
            end
        end
    end
endmodule
[run.sh]
#!/bin/bash
# OpenROAD 26Q1-2900-gdf79404cd8, Yosys 0.63+post, stock flow scripts
make -C /OpenROAD-flow-scripts/flow DESIGN_CONFIG=/design/flow/config.mk WORK_HOME=/design/flow/orfs finish
==> impl_metrics.ini <==
; yosys + openroad results
[outcome]
status = finished, final reports clean

[clocking]
cts_resized = 0
cts_root_buf = clkbuf_8
htree_levels = 2
cts_tree = done
clock_latency_ns = 0.29
cts_buffer_depth = 2
ctsHoldBuffers = 0
cts_setup_buffers = 0
cts_num_sinks = 32
clk_pin_slew_ns = 0.06
cts_made_buffers = 5

[drt]
topRoutingLayerUsed = met4
remaining_drc_errors = 0
vias = 1408
drt-total-wl_um = 3477
ant_nets = 0
m1WireLength_um = 1767
diodes = 0
detail_route.wl_per_cell_um = 12.24
wl_met3_um = 147
drt-vias-per-instance = 4.958
drt_first_pass_iters = 4
drtIter0Drc = 47
route.met2.wl_um = 1495

[synth]
top_area_cell = dfxtp_1
ys_seq_share_pct = 40.63
yosysUniqueCellTypes = 32
synth-edff-count = 0
synth_flops = 32
synth_warnings = 1
ys_cells = 176
netlist.area_leader.share_pct = 40.63
synth-main-ff-cell = dfxtp_1
ys_area_sq_mm = 0.001577
postSynthAreaPerCell_sq_um = 8.957
synth_async_sr_flop_share_pct = 0
topCellsByArea = dfxtp_1 41%, mux2_2 5.0%, nand3_1 4.4%, xor2_1 4.4%, nor2_1 4.3%
syn_area_sq_mm = 0.001577
syn_inst = 176

[timing]
fin_setup_tns_ns = 0
hold_viol = 0
rsz0062_at_grt = false
report.final.setup_viol = 0
slew_violations = 0
tightest_slew_ns = 0.4804
period_minus_slack_ns = 3.388
slew_headroom_pct = 67.88
worst_slack_ns = 1.412
period_used_pct = 70.58
fmax_mhz = 295.2
clock_skew_ns = 0.007607

[layout]
layout_top_cell = clkdlybuf4s50_1
largest_registers = correlation_result: 32 flops
area.growth.synth_to_final_pct = 31.51
largest_reg_flops = 32
stdcell_area_sq_mm = 0.002073
logic_area_sq_um = 883.3
final_util_pct = 40.85
seq_area_sq_um = 640.6
nFillCells = 533
mostFrequentLayoutCells = 35 x clkdlybuf4s50_1, 32 x dfxtp_1, 18 x nor2_1, 14 x nand3_1, 11 x a21oi_1
drive_gt1_share_pct = 11.68
regMostFlops = correlation_result

[hold_path]
worstHoldEndpoint = correlation_result[31]
min-delay-start = correlation_result[31]
whs_path_depth = 2
hold_path_class = reg2reg

[power_and_ir_drop]
power_density_mw_per_mm2 = 245.0
power_leakage_nw = 0.6903
ir_drop_mv = 0.1116

[setup_path]
worst_setup_path_end_kind = flip-flop
cp_max_fo = 11
path_common_cell = ha_1
path_cells = clkdlybuf4s50_1 -> xnor2_1 -> ha_1 -> ha_1 -> and3_1 -> nand4_1 -> nor4_1 -> mux2_2
cp_num_buf_inv = 1
worstPathRequired_ns = 4.97
crit_type = in2reg
cp_top_family = simple AND/OR/NAND/NOR gates
rr_worst_depth = 6
startpoint = local_sss[61]
cp_slowest_cell = nor4_1
rr_startpoint = correlation_result[0]
rrSetupSlack_ns = 2.36
cp.arrival_ns = 3.56
cp-start-kind = input port
reg2reg_to = correlation_result[28]
slowest_delay_ns = 0.46

[global_routing]
grt_max_degree = 40
antenna_found_initial = 0
grt.total_usage_pct = 13.64
grt_overflow = 0
grt_pass1_wl_um = 5747
grt_pass1_vias = 1214

[die]
fp.dieH_um = 74.49
ios = 158
dieArea_sq_mm = 0.005549
fp.dieW_um = 74.49
fp_util_pct = 31.07
fp-row-count = 26
core-area_sq_mm = 0.005075

[place]
gp_congestion = 0.7833
dp_slack_ns = 1.072
io_buffers = 35
placed_area_sq_mm = 0.001981
place_hpwl_um = 2396

[run]
warnings = 148
max_cap_viol_count = 0
## metal layers
metal,global-route usage (%),vias to the layer above
met2,20.42,30
met5,0,-
met4,2.096,0
li1,-,727
met1,21.05,646
met3,3.022,5
## worst register-to-register path, stage by stage, from the launching register on
cell and delay [ns]:
dfxtp_1 0.37, ha_1 0.21, ha_1 0.24, and3_1 0.26, nand4_1 0.42, nor4_1 0.46, mux2_2 0.37
## where the power goes
part           total (mW)  switching, mW  internal, mW
clock network       0.216          0.102         0.114
logic              0.0205        0.00927        0.0112
registers           0.271        0.00312         0.268
## through the flow
| stage | power, mW | hold WS [ns] | instances |
|---|---|---|---|
| after floorplan | 0.2884 | 0.4366 | 176 |
| after global placement | 0.2977 | 0.4755 | 276 |
| after detailed placement | 0.2978 | 0.4788 | 276 |
| after CTS | 0.5139 | 0.4878 | 284 |
| after global routing | 0.5299 | 0.5365 | 284 |
| final | 0.5080 | 0.4833 | 284 |
## cell usage after synthesis (3+ instances only)
cell and count:
dfxtp_1 32, nor2_1 18, nand3_1 14, a21oi_1 11, nor2b_1 10, nand4_1 9, o31ai_1 8, xor2_1 8
mux2_2 7, or4_1 7, nand2_1 6, nor3_1 5, xnor2_1 5, and4_1 4, and3_1 3, clkbuf_1 3
ha_1 3, inv_1 3, o21ai_0 3
## cells by family after synthesis
family / share of synthesized area, %
DFF: 40.63
adders and majority gates: 2.381
AOI/OAI and AO/OA: 8.254
and+or+nand+nor: 33.17
buffers and inverters: 3.333
xor gates and xnor gates: 7.222
muxes: 5.000
## final cells by class
| type | count | area share (%) |
|---|---|---|
| Multi-Input combinational cell | 135 | 42.61 |
| Sequential cell | 32 | 30.90 |
| Timing Repair Buffer | 36 | 17.26 |
| Tap cell | 70 | 4.224 |
| Clock buffer | 6 | 3.983 |
| Inverter | 3 | 0.5431 |
| Clock inverter | 2 | 0.4828 |
## worst max-delay path by stage
| stage | endpoint | slack (ns) | cells after the start |
|---|---|---|---|
| CTS | correlation_result[28] | 1.37 | 8 |
| global route | correlation_result[28] | 1.25 | 8 |
| finish | correlation_result[28] | 1.41 | 8 |
Power figures rest on the tool's default switching activity, not on a simulated workload.
